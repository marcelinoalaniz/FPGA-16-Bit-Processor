==> ./design.v <==
`timescale 1ns/1ns
module alu (
	input 	      arith_1op_pi,
	input 	      arith_2op_pi,
	input [2:0]   alu_func_pi,
	input 	      addi_pi,
	input 	      subi_pi,
	input 	      load_or_store_pi,
	input [15:0]  reg1_data_pi,  
	input [15:0]  reg2_data_pi,  
	input [5:0]   immediate_pi,  
	input 	      stc_cmd_pi,  
	input 	      stb_cmd_pi,  
	input 	      carry_in_pi,  
	input 	      borrow_in_pi,  
	output [15:0] alu_result_po, 
	output 	      carry_out_po,  
	output 	      borrow_out_po  
);
wire [16:0] addVal, addcVal, subVal, subbVal, andVal, orVal, xorVal, xnorVal, notVal, shiftLVal, shiftRVal, cpVal, addiVal, subiVal, ldstVal, fin;
wire [16:0] isAdd, isAddc, isSub, isSubb, isAnd, isOr, isXor, isXnor, isNot, isShiftL, isShiftR, isCP, arithmetic_result1, arithmetic_result2;
wire [16:0] isAddi, isSubi, isArith1, isArith2, isLDST;
wire carry;
wire borrowSub;
wire borrowSubc;
wire borrowSubi;
wire chooseBorrow;
wire ifBorrow;
assign addVal = reg1_data_pi+reg2_data_pi;
assign addcVal = reg1_data_pi+reg2_data_pi+carry_in_pi;
assign subVal = reg1_data_pi-reg2_data_pi;
assign subbVal = reg1_data_pi-reg2_data_pi-borrow_in_pi;
assign andVal = reg1_data_pi&reg2_data_pi;
assign orVal = reg1_data_pi|reg2_data_pi;
assign xorVal = reg1_data_pi^reg2_data_pi;
assign xnorVal = reg1_data_pi~^reg2_data_pi;
assign notVal = ~reg1_data_pi;
assign shiftLVal = reg1_data_pi<<1;
assign shiftRVal = reg1_data_pi>>1;
assign cpVal = reg1_data_pi;
assign addiVal = reg1_data_pi+immediate_pi;
assign subiVal = reg1_data_pi-immediate_pi;
assign ldstVal = addiVal;
assign isAdd = (alu_func_pi==3'b000) ? addVal: 17'b0;
assign isAddc = (alu_func_pi==3'b001) ? addcVal: 17'b0;
assign isSub = (alu_func_pi==3'b010) ? subVal: 17'b0;
assign isSubb = (alu_func_pi==3'b011) ? subbVal: 17'b0;
assign isAnd = (alu_func_pi==3'b100) ? andVal: 17'b0;
assign isOr = (alu_func_pi==3'b101) ? orVal: 17'b0;
assign isXor = (alu_func_pi==3'b110) ? xorVal: 17'b0;
assign isXnor = (alu_func_pi==3'b111) ? xnorVal: 17'b0;
assign isNot = (alu_func_pi==3'b000) ? notVal: 17'b0;
assign isShiftL = (alu_func_pi==3'b001) ? shiftLVal: 17'b0;
assign isShiftR = (alu_func_pi==3'b010) ? shiftRVal: 17'b0;
assign isCP = (alu_func_pi==3'b011) ? cpVal: 17'b0;
assign arithmetic_result2 = isAdd+isAddc+isSubb+isSub+isAnd+isOr+isXor+isXnor;
assign arithmetic_result1 = isNot+isShiftL+isShiftR+isCP;
assign isAddi = (addi_pi) ? addiVal: 17'b0;
assign isSubi = (subi_pi) ? subiVal: 16'b0;
assign isLDST = (load_or_store_pi) ? ldstVal: 16'b0;
assign isArith1 = (arith_1op_pi) ? arithmetic_result1: 16'b0;
assign isArith2 = (arith_2op_pi) ? arithmetic_result2: 16'b0;
assign fin = isAddi+isSubi+isArith1+isArith2+isLDST;
assign alu_result_po = fin[15:0];
assign carry = fin[16];
assign ifCarry = (addi_pi) ? 1'b1:((fin==addVal&alu_func_pi==3'b000)?1'b1: ((fin==addcVal&alu_func_pi==3'b001)?1'b1:0));
assign carry_out_po = ((addi_pi|(|isAdd)|(|isAddc))&ifCarry) ? carry|stc_cmd_pi: carry_in_pi|stc_cmd_pi;
assign borrowSub = (reg1_data_pi < reg2_data_pi) ? 1'b1: 1'b0;
assign borrowSubb = (reg1_data_pi < reg2_data_pi+borrow_in_pi) ? 1'b1: 1'b0;
assign borrowSubi = (reg1_data_pi < immediate_pi) ? 1'b1: 1'b0;
assign chooseBorrow = (subi_pi) ? borrowSubi:((fin==subVal&alu_func_pi==3'b010)?borrowSub: ((fin==subbVal&alu_func_pi==3'b011)?borrowSubb:0));
assign ifBorrow = (subi_pi) ? 1'b1:((fin==subVal&alu_func_pi==3'b010)?1'b1: ((fin==subbVal&alu_func_pi==3'b011)?1'b1:0));
assign borrow_out_po = (ifBorrow) ? chooseBorrow|stb_cmd_pi: borrow_in_pi|stb_cmd_pi;
endmodule  
==> ./run.sh <==
#!/bin/bash
# OpenROAD 26Q1-2900-gdf79404cd8, Yosys 0.63+post, stock flow scripts
make -C /OpenROAD-flow-scripts/flow DESIGN_CONFIG=/design/flow/config.mk WORK_HOME=/design/flow/orfs finish
==> ./config.mk <==
export PLATFORM = sky130hd
export DESIGN_NAME = alu
export DESIGN_NICKNAME = alu
export VERILOG_FILES = /design/flow/design.v
export SDC_FILE = /design/flow/constraint.sdc
export NUM_CORES = 4
export LEC_CHECK = 1
export CORE_UTILIZATION = 30
==> ./constraint.sdc <==
current_design alu

set clk_period 14.1
set clk_io_pct 0.2

create_clock -name clk0 -period $clk_period

set non_clock_inputs [all_inputs -no_clocks]
set_input_delay [expr $clk_period * $clk_io_pct] -clock clk0 $non_clock_inputs
set_output_delay [expr $clk_period * $clk_io_pct] -clock clk0 [all_outputs]
==> impl_metrics.json <==
{
  "drive_gt1_frac": 0.3198,
  "peakVddDrop_mv": 0.1178,
  "fin_crit_ns": 14.72,
  "relSlewSlack": 0.4712,
  "antenna_left": 0,
  "worstPathArrival_ns": 11.90,
  "hold_path_class": "input port to output pin",
  "seq_cells": 0,
  "fp-utilization": 0.3076,
  "io_buffers": 68,
  "dp_slack_ns": -1.939,
  "power_density_nw_per_um2": 134.5,
  "syn_to_final_growth_pct": 46.90,
  "nClkBuffers": 0,
  "synth_seq_share": 0,
  "overflow": 0,
  "grt_pass1_vias": 12790,
  "top_area_frac": 0.2834,
  "drt_first_pass_iters": 5,
  "setup_viol": 3,
  "avgRoutedWirePerCell_um": 17.03,
  "rsz0062_at_grt": "yes",
  "synth.most_common_cell": "inv_1",
  "die_area_um2": 42020,
  "ys_top_cells_by_count": "233 x inv_1, 175 x fa_1, 156 x nor2_1",
  "yosysTopAreaCell": "fa_1",
  "cpMaxStageDelayCell": "or4b_4",
  "die_w_um": 205.0,
  "tns_ns": -1.144,
  "synth_area_per_cell_um2": 7.818,
  "setup_slack_ns": -0.6235,
  "wirelength_um": 44270,
  "fp.dieH_um": 205.0,
  "synth_cell_type_count": 86,
  "seq_area_um2": 0,
  "outcome": "finished with violations",
  "tightest_slew_ns": 0.7732,
  "cp-start-kind": "input port",
  "via_per_inst": 4.748,
  "fin_crit_sh": 1.044,
  "yosys-stat-area_um2": 12360,
  "cts_hold_buf": 0,
  "antenna_found_initial": 1,
  "violations": "negative setup slack",
  "required_ns": 11.28,
  "grt_pass1_wl_um": 70090,
  "wl_met2_um": 19400,
  "setup.worst_path.class": "input port to output pin",
  "cap_violations": 0,
  "path_common_cell": "fa_1",
  "clock.fmax_mhz": 67.92,
  "synthesis.instances": 1581,
  "yosysWarnings": 2,
  "grtUsageTotal": 0.2261,
  "post-route-drc-count": 0,
  "num_vias": 12340,
  "coreArea_um2": 40190,
  "route.met3.wl_um": 4232,
  "area_leaders": "fa_1 28%, ha_1 13%, xnor2_1 9.3%, inv_1 7.1%, nor2_1 4.7%",
  "ys_cells": 1581,
  "num_io_pins": 68,
  "crit_path_max_fanout": 3,
  "drtIter0Drc": 559,
  "p_leak_nw": 8.534,
  "hpwl_um": 39120,
  "syn_area_um2": 12360,
  "cp-end-kind": "output pin",
  "warnings": 73,
  "hold_violations": 0,
  "gp_routability_congestion": 0.9732,
  "num_rows": 73,
  "m1WireLength_um": 19770,
  "dr.max_layer_used": "met5",
  "worst_path_largest_cell_delay_ns": 0.57,
  "slew_violations": 0,
  "grt_max_degree": 22
}
==> final cells by class <==
| type | instances | area [um2] |
|---|---|---|
| Inverter | 237 | 899.6 |
| Timing Repair Buffer | 538 | 4319 |
| Fill cell | 3894 | 22030 |
| Multi-Input combinational cell | 1298 | 12280 |
| Antenna cell | 1 | 2.502 |
| Tap cell | 525 | 656.9 |
==> report_power, final <==
part | total (mW) | internal [mW] | switching (mW)
combinational | 2.44 | 1.30 | 1.14
clock | 0.00000000954 | 0.00000000953 | 0
sequential | 0 | 0 | 0
total | 2.44 | 1.30 | 1.14
==> per-layer routing <==
metal  vias to the layer above  track usage
met3                        33      0.08344
met4                         2      0.03148
met1                      5864       0.3138
met2                       330       0.3476
li1                       6112            -
met5                         -      0.01905
==> final timing paths <==
path	from	endpoint	slack (ns)	depth (start not counted)
worst max-delay path	reg1_data_pi[0]	carry_out_po	-0.62	41
worst min-delay path	stc_cmd_pi	carry_out_po	6.25	3
==> worst max-delay path: cells and delay by family <==
family	cells	cell delay, ns
fa+ha+maj	10	4.04
compound gates	4	0.42
simple gates	14	2.95
buf+inv	9	0.88
xor+xnor	4	0.79
==> kinds of logic after synthesis <==
logic type	Yosys count	share of synthesized area
buffers and inverters	283	0.08756
muxes	5	0.004049
AOI/OAI and AO/OA	218	0.1187
adders and majority gates	305	0.4150
and+or+nand+nor	577	0.2338
xor gates and xnor gates	193	0.1408
==> layout by cell type (no fill, tap or decap), drive strengths merged, types with 6 or more instances in the layout <==
cell / count
nor2b: 19
nor2: 159
and3: 10
a21o: 11
and2: 49
o21bai: 17
xnor2: 132
buf: 476
fa: 175
dlygate4sd2: 6
a21oi: 67
o2111ai: 6
nor4: 20
nand2: 147
or4: 8
or2: 14
nor3: 37
nand2b: 28
xor2: 58
a31oi: 7
a211oi: 11
or3: 8
clkdlybuf4s50: 50
nand4: 14
ha: 130
o21ai: 34
nand3: 39
inv: 233
o21a: 13
==> timing repair <==
action                     in CTS  in global routing
pin swaps                      90                 51
setup buffers                  36                 15
gates cloned                    1                  0
setup endpoints to repair       8                  6
gates resized                 178                 76
==> through the flow <==
step | hold WS, ns | utilization | power [mW] | instance area (um2) | instances
after global routing | 6.269 | 0.4518 | 2.682 | 18160 | 2599
after global placement | 6.575 | 0.4183 | 2.106 | 16810 | 2546
after floorplan | 5.693 | - | 1.061 | 12500 | 1581
after detailed placement | 6.553 | 0.4183 | 2.122 | 16810 | 2546
final | 6.248 | 0.4518 | 2.442 | 18160 | 2599
after CTS | 6.250 | 0.4402 | 2.252 | 17690 | 2583
Power figures rest on the tool's default switching activity, not on a simulated workload.
