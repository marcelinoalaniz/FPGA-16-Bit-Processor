**/design/flow/design.v**
```verilog
module program_counter (
		input 	      clk_pi,
		input 	      clk_en_pi,
		input 	      reset_pi,
		input 	      branch_taken_pi,
		input [5:0]   branch_immediate_pi,  
		input 	      jump_taken_pi,
		input [11:0]  jump_immediate_pi,  
		output [15:0] pc_po
		);
   reg [15:0] 		      PC;   
       initial
	PC <= 16'hFFFF;   
	assign pc_po = PC;
	always @(posedge clk_pi) begin
	if(clk_en_pi)
	begin
		if(reset_pi)
			PC <= 16'b0;
		else
		begin
			PC <= PC + 2;
			if (branch_taken_pi)
			begin
				PC <= PC + 2 + {{10{branch_immediate_pi[5]}}, branch_immediate_pi};
			end
			else if (jump_taken_pi)
			begin
				PC <= PC + 2 + {{4{jump_immediate_pi[11]}}, jump_immediate_pi};
			end
		end			
	end
   end
endmodule
```
**/design/flow/run.sh**
```bash
#!/bin/bash
# OpenROAD 26Q1-2900-gdf79404cd8, Yosys 0.63+post, stock flow scripts
make -C /OpenROAD-flow-scripts/flow DESIGN_CONFIG=/design/flow/config.mk WORK_HOME=/design/flow/orfs finish
```
**/design/flow/config.mk**
```make
export PLATFORM = sky130hd
export DESIGN_NAME = program_counter
export DESIGN_NICKNAME = program_counter
export VERILOG_FILES = /design/flow/design.v
export SDC_FILE = /design/flow/constraint.sdc
export NUM_CORES = 4
export LEC_CHECK = 1
export CORE_UTILIZATION = 40
```
**/design/flow/constraint.sdc**
```tcl
current_design program_counter

set clk_period 4.6
set clk_io_pct 0.2

create_clock -name clk0 -period $clk_period [get_ports {clk_pi}]

set non_clock_inputs [all_inputs -no_clocks]
set_input_delay [expr $clk_period * $clk_io_pct] -clock clk0 $non_clock_inputs
set_output_delay [expr $clk_period * $clk_io_pct] -clock clk0 [all_outputs]
```
==> results.txt <==
impl run done, here's what came out: slowest stage delay, CP=0.55 ns, Num CTS Buffers=3, vias=2460, ant diodes=0, setup TNS=0 ns, Clk pin slew, worst setup/hold paths=0.06 ns, hold buffers post-CTS=0, Mean Syn Cell Area=8.57 um^2, GRT Overall Usage=21.1%, layout cells sized above 1=5.25%, I/O pin total=39, worst vdd ir=0.101 mV, Mux cell area share=1.97%, metal3 WL=570 um, Rows=29, chip area=0.00684 mm^2, count of tool warnings=29, Adder Area Share=18.3%, top cells, area=edfxtp_1 18%, ha_1 17%, xnor2_1 7.1%, a21oi_1 5.0%, nor2_1 4.6%, cell family with most CP delay=simple AND/OR/NAND/NOR gates, post-CTS sizing=0, EDFF count, synth=16, Die H=82.7 um, Post-DP HPWL=5.37 mm, post-route ant nets=0, largest net degree at the start of global routing=21, clk buf depth=2, CP bufs+invs=0, Top non-seq family=AND-OR/OR-AND gates, Final Cycle Share=79.5%, Warnings, synthesis=1, Overflow after GRT=0, drt wl/cell=15.6 um, ao+oa area frac=30.4%, Post-Syn Area=0.00260 mm^2, Worst setup SP type=flop, max FFs per register=16, post-CTS setup buffer count=0, initial antenna violation count=0, crit-path max FO=6, critical-path cell list=nand3_1, nor2_1, and3_1, nand2_1, xnor2_1, ha_1, a21oi_2, o21ai_2, a31o_1, or4b_1, a31oi_2, nor3_1, o21ba_1, PortBufs=38, critical path class=flop to flop, slowest CP cell=or4b_1, met1 WL=3.10 mm, Top Registers=PC: 16 flops, reg2reg setup slack=0.94 ns, yosys simple share=16.7%, run status=complete, no violations, placed insts=416, clk latency of the worst-skew pair=0.25 ns, drt first pass iters=5, Max-Cap Viols=0, Reg with most FFs=PC, Post-Synth XOR/XNOR Area=10.7%, Synth Seq Share=18.4%, Peak Freq=0.273 GHz, RSZ-0062 raised after global routing=no, Hold Path Class=flop to flop, Synth async-reset ratio=0%, Root Driver=clkbuf_8, Leak=1.28 nW, TritonCTS clock tree=done, PD cells=256 mW/mm^2, worst-margin pin slew=0.784 ns, Period minus WS final=3.66 ns, Layout Cells excl Fill=420, Iter 0 DRT Violations=125, Placer Congestion=0.922, Synthesized registers=16, core area=0.00631 mm^2, Clock Skew=0.00201 ns, fin. max-slew vios=0, Die Width=82.7 um, # Cells Yosys=304, DR top layer=met4, Dominant flop cell=edfxtp_1, vias in the first global route=2252, DR WL met2=2.79 mm, drt drc=0, Avg Vias per Cell=5.86, Final setup viols=0, area share, top type=18.4%, YS chip area=0.00260 mm^2, CTS H-tree depth=1, Final Core Density=49.3%, Mapped Cells=304, Unique cell types=60, final wirelength=6.54 mm, Critical Path AT=3.66 ns, Sink Count=16, Required @ worst endpoint=4.61 ns, final hold viol count=0, Max transition margin=47.6%, first-pass GRT wire length=10.6 mm, fp_density=41.3%, Layout area overhead=19.5%, CP Capture Type=flop, Synth area leader=edfxtp_1
-- power breakdown --
group | switching (mW) | total (mW) | internal [mW]
sequential | 0.0201 | 0.204 | 0.184
clock | 0.0471 | 0.106 | 0.0592
combinational | 0.257 | 0.489 | 0.231
-- cell type report --
cell class,count,area (um^2)
Inverter,8,56.3
Clock buffer,3,41.3
Clock inverter,1,3.75
Fill cell,630,3200
Tap cell,77,96.3
Multi-Input combinational cell,274,2030
Timing Repair Buffer,41,403
Sequential cell,16,480
-- through the flow --
step / area, um^2 / setup slack (ns) / total power [mW] / hold slack (ns)
2_1_floorplan: 2610 / 1.39 / 0.553 / 0.695
3_3_place_gp: 3070 / 0.821 / 0.696 / 0.765
3_5_place_dp: 3070 / 0.844 / 0.692 / 0.788
4_1_cts: 3110 / 0.971 / 0.800 / 0.801
5_1_grt: 3110 / 0.596 / 0.874 / 0.841
6_report: 3110 / 0.943 / 0.799 / 0.798
-- worst paths after layout --
| kind | startpoint | end | cells past startpoint |
|---|---|---|---|
| worst max-delay path | PC[3] | PC[15] | 13 |
| worst min-delay path | PC[0] | PC[0] | 3 |
| worst max register to register | PC[3] | PC[15] | 13 |
| worst min register to register | PC[0] | PC[0] | 3 |
-- metal layers --
metal | track usage [%] | up-vias
li1 | - | 1246
met1 | 32.7 | 1126
met2 | 31.6 | 81
met3 | 4.57 | 7
met4 | 2.07 | 0
met5 | 0 | -
-- Yosys cell counts (2+ instances only) --
cell type	number
ha_1	35
nor2_1	32
a21oi_1	26
xnor2_1	21
edfxtp_1	16
nand2_1	15
a21o_1	12
a211oi_1	11
o21ai_0	10
xor2_1	9
nand3_1	8
and3_1	6
nand2b_1	6
nand4_1	6
o21ai_1	6
a211o_1	5
a31oi_1	5
inv_1	5
o21a_1	5
clkbuf_1	4
mux2i_1	4
nor3_1	4
a21oi_2	3
a221oi_1	3
o21bai_1	3
o22ai_1	3
or3_1	3
a21boi_1	2
fa_1	2
nor2b_1	2
o211ai_1	2
o31ai_1	2
-- logic make-up (layout without fill, tap and decap cells) --
kind of cell	count (synthesis)	after routing
AOI/OAI and AO/OA	112	112
xor gates and xnor gates	31	31
adders and majority gates	37	37
buffers and inverters	14	53
DFF	16	16
muxes	5	5
and+or+nand+nor	89	89
-- cells in the final DEF, fill, tap and decap left out, drive strengths merged, types with 2 or more instances in the layout --
| master | n |
|---|---|
| a21boi | 2 |
| a21o | 12 |
| nor2 | 32 |
| o21bai | 3 |
| nand2b | 6 |
| inv | 6 |
| o31ai | 2 |
| clkbuf | 3 |
| clkinv | 3 |
| a21oi | 29 |
| o22ai | 3 |
| a31oi | 6 |
| nor3 | 4 |
| fa | 2 |
| clkdlybuf4s50 | 38 |
| or3 | 3 |
| o211ai | 3 |
| ha | 35 |
| a211o | 5 |
| nand2 | 15 |
| nand4 | 6 |
| mux2i | 4 |
| edfxtp | 16 |
| nor2b | 2 |
| xor2 | 10 |
| o21ai | 17 |
| o21a | 5 |
| xnor2 | 21 |
| nand3 | 8 |
| and3 | 6 |
| a221oi | 3 |
| buf | 3 |
| a211oi | 12 |
| or2 | 2 |
-- worst min-delay path, stage by stage, from the launching register on --
cell      delay (ns)
edfxtp_1        0.40
ha_1            0.14
a21oi_1         0.06
nor2_1          0.08
No activity file was given, so power comes from the tool's default toggle rates.
