### design.v
  `timescale 1ns/1ns
module decoder(
	input [15:0] instruction_pi,
	output [2:0] alu_func_po,
	output [2:0] destination_reg_po,
	output [2:0] source_reg1_po,
	output [2:0] source_reg2_po,
	output  [11:0] immediate_po,
	output arith_2op_po,
	output arith_1op_po, 
	output movi_lower_po,
	output movi_higher_po,
	output addi_po,
	output subi_po,
	output load_po,
	output store_po,
	output branch_eq_po,
	output branch_ge_po,
	output branch_le_po,
	output branch_carry_po,
	output jump_po,
	output stc_cmd_po,
	output stb_cmd_po,
	output halt_cmd_po,
	output rst_cmd_po
);
    wire [3:0] opcode;
	wire isControl, isMove, isBranch;
	assign isBranch = branch_eq_po | branch_ge_po | branch_le_po | branch_carry_po;
	assign alu_func_po = instruction_pi[2:0];
	assign destination_reg_po = instruction_pi[11:9];
	assign source_reg1_po = isBranch ? instruction_pi[11:9] : instruction_pi[8:6];
	assign source_reg2_po = isBranch ? instruction_pi[8:6] : instruction_pi[5:3];
	assign immediate_po = instruction_pi[11:0];
	assign opcode = instruction_pi[15:12];
	assign isControl = &opcode;
	assign stc_cmd_po = isControl & ~immediate_po[1] & immediate_po[0];
	assign stb_cmd_po = isControl & ~(stc_cmd_po|halt_cmd_po|rst_cmd_po);
	assign halt_cmd_po = isControl & (&immediate_po);
	assign rst_cmd_po = isControl & ((12'b101010101010==immediate_po)?1'b1:1'b0);
	assign arith_2op_po = ~|opcode[3:1] & opcode[0];
	assign arith_1op_po = ~|opcode[3:2] & opcode[1] & ~opcode[0];
	assign isMove = ~|opcode[3:2] & opcode[1] & opcode[0];
	assign movi_lower_po = isMove & ~immediate_po[8];
	assign movi_higher_po = isMove & immediate_po[8];
	assign addi_po = ~|opcode[1:0] & opcode[2] & ~opcode[3]; 
	assign subi_po = ~opcode[3] & opcode[2] & ~opcode[1] & opcode[0]; 
	assign load_po = ~opcode[3] & opcode[2] & opcode[1] & ~opcode[0];
	assign store_po = ~opcode[3] & opcode[2] & opcode[1] & opcode[0];
	assign branch_eq_po = opcode[3] & ~opcode[2] & ~opcode[1] & ~opcode[0];
	assign branch_ge_po = opcode[3] & ~opcode[2] & ~opcode[1] & opcode[0];
	assign branch_le_po = opcode[3] & ~opcode[2] & opcode[1] & ~opcode[0];
	assign branch_carry_po = opcode[3] & ~opcode[2] & opcode[1] & opcode[0];
	assign jump_po = opcode[3] & opcode[2] & ~opcode[1] & ~opcode[0];
endmodule  
### run.sh
#!/bin/bash
# OpenROAD 26Q1-2900-gdf79404cd8, Yosys 0.63+post, stock flow scripts
make -C /OpenROAD-flow-scripts/flow DESIGN_CONFIG=/design/flow/config.mk WORK_HOME=/design/flow/orfs finish
### config.mk
export PLATFORM = sky130hd
export DESIGN_NAME = decoder
export DESIGN_NICKNAME = decoder
export VERILOG_FILES = /design/flow/design.v
export SDC_FILE = /design/flow/constraint.sdc
export NUM_CORES = 4
export LEC_CHECK = 1
export CORE_AREA = 10 10 70 70
export DIE_AREA = 0 0 80 80
### constraint.sdc
current_design decoder

set clk_period 1.5
set clk_io_pct 0.2

create_clock -name clk0 -period $clk_period

set non_clock_inputs [all_inputs -no_clocks]
set_input_delay [expr $clk_period * $clk_io_pct] -clock clk0 $non_clock_inputs
set_output_delay [expr $clk_period * $clk_io_pct] -clock clk0 [all_outputs]
==> flow_metrics.env <==
# flow metrics
export IMPL_status="finished, violations left"
export IMPL_violations="negative setup slack"
export IMPL_busiest_layer="met2"
export IMPL_layout_drive_gt1_share_pct=60.2
export IMPL_synth_cell_type_count=20
export IMPL_ant_nets=0
export IMPL_swShare_pct=34.0
export IMPL_grt_use_met3_pct=2.39
export IMPL_regArea_um2=0
export IMPL_clock_buffers=0
export IMPL_yosys_warnings=0
export IMPL_gr_usage_all_layers_pct=6.30
export IMPL_power_internal_w=0.000160
export IMPL_p_switching_w=0.0000825
export IMPL_critPathMostFrequentCell="buf_6"
export IMPL_slew_violations=0
export IMPL_met1_usage_pct=8.24
export IMPL_num_rows=21
export IMPL_power_share_combinational_pct=100.0
export IMPL_grt_max_degree=7
export IMPL_coreArea_mm2=0.00342
export IMPL_met2_usage_pct=10.2
export IMPL_critical_path_arrival_ps=1220
export IMPL_hold_class="in2out"
export IMPL_tns_ps=-21.9
export IMPL_fin_util_pct=33.0
export IMPL_fp_dieH_um=80
export IMPL_slew_headroom_pct=87.0
export IMPL_grt_pass1_vias=692
export IMPL_flops=0
export IMPL_drtIter0Drc=11
export IMPL_seq_area_frac_synth_pct=0
export IMPL_first_pass_iters=4
export IMPL_area_delta_synth_final_pct=179
export IMPL_log_warning_count=34
export IMPL_fin_crit_ps=1520
export IMPL_fp_util_pct=11.8
export IMPL_finalSetupViolCount=2
export IMPL_startpoint_type="input pin"
export IMPL_crit_family="buffers and inverters"
export IMPL_end_kind="primary output"
export IMPL_ys_cells=60
export IMPL_hpwl_um=1850
export IMPL_peakVddDrop_uv=78.3
export IMPL_place_congestion=0.769
export IMPL_die_area_mm2=0.00640
export IMPL_critPathBufInv=4
export IMPL_topCellsByArea="buf_4 (33%), nor2_1 (8.4%), mux2_1 (8.4%)"
export IMPL_drv_cap=0
export IMPL_antenna_found_initial=0
export IMPL_yosysTopAreaCellShare_pct=33.4
export IMPL_grt_pass1_wl_um=3370
export IMPL_clkPwrFrac_pct=0
export IMPL_fmax_mhz=657
export IMPL_period_used_pct=101
export IMPL_routed_via_count=644
export IMPL_num_antenna_cells=0
export IMPL_cts_hold_fix_buffers=0
export IMPL_hold_viol=0
export IMPL_synth_avg_cell_area_um2=6.74
export IMPL_pin_count=57
export IMPL_cp_slowest_cell="mux2_1"
export IMPL_tightest_slew_ps=193
export IMPL_port_buffers=57
export IMPL_ys_area_um2=404
export IMPL_grt_ovfl_total=0
export IMPL_worstPathCellList="buf_6, nand2b_4, buf_6, buf_6, mux2_1, buf_2"
export IMPL_pwr_share_seq_pct=0
export IMPL_die_x_um=80
export IMPL_power_density_mw_per_mm2=216
export IMPL_netlist_area_um2=404
export IMPL_post_drt_wl_per_cell_um=13.3
export IMPL_drc=0
export IMPL_setup_slack_ps=-21.3
export IMPL_largest_area_cell="buf_4"
export IMPL_routed_wl_um=2250
export IMPL_netlist_instances=60
export IMPL_slowest_delay_ps=300
export IMPL_worstPathRequired_ps=1200
export IMPL_grt_setup_unrepaired="true"
export IMPL_viasPerCell=3.81
export IMPL_critPathKind="in2out"
export IMPL_leakage_nw=0.582
export IMPL_crit_fanout=5
## per-stage QoR
stage | cells | instance area (µm²) | hold slack [ps] | total power, W | setup slack (ps)
after floorplan | 60 | 404 | 614 | 0.0000594 | 321
after global placement | 159 | 1000 | 1460 | 0.000219 | -808
after detailed placement | 159 | 1000 | 1460 | 0.000219 | -843
after CTS | 166 | 1060 | 908 | 0.000228 | -159
after global routing | 169 | 1130 | 940 | 0.000266 | -70.8
final | 169 | 1130 | 907 | 0.000243 | -21.3
## tightest hold or removal path, stage by stage
cell and delay, ps:
buf_2 130, a221oi_2 70, buf_2 100
## repair_timing
item                       4_1_cts  5_1_grt
setup endpoints to repair       41       18
hold endpoints to repair         0        0
gates resized                  107       38
pin swaps                        9        8
setup buffers                    7        3
## layout make-up
cell class	instances	area, µm²
Fill cell	368	2290
Multi-Input combinational cell	40	379
Inverter	1	3.75
Tap cell	46	57.6
Timing Repair Buffer	82	686
## kinds of logic after synthesis
kind of cell | synth area share [%]
buffers and inverters | 35.6
muxes | 16.7
and+or+nand+nor | 45.5
AOI/OAI and AO/OA | 2.17
## layer usage
layer | wire length [µm] | vias to the layer above
li1 | - | 322
met1 | 1010 | 288
met2 | 979 | 34
met3 | 260 | 0
met4 | 0 | 0
met5 | 0 | -
## power by group through the flow
stage / Sequential [W] / Clock [W] / Combinational (W)
6_report: 0 / 0 / 0.000243
5_1_grt: 0 / 0 / 0.000266
4_1_cts: 0 / 0 / 0.000228
## placed cells by master, fill, tap and decap left out, drive strengths merged, types with 5 or more instances in the layout
master,instances
buf,43
clkdlybuf4s50,18
nor2,10
dlygate4sd2,8
clkbuf,7
mux2,6
nand2,5
nor3,5
## final timing paths
kind | from | to | slack [ps] | cells past startpoint
worst max-delay path | instruction_pi[14] | source_reg2_po[2] | -20 | 6
worst min-delay path | instruction_pi[0] | stb_cmd_po | 910 | 3
## Yosys cell counts (2+ instances only)
cell type	number
nor3_1	5
buf_4	18
mux2_2	3
nor4_1	2
nand2_1	5
mux2_1	3
nand2b_1	3
nor2_1	9
Power figures rest on the tool's default switching activity, not on a simulated workload.
